File: flow/design.v
module four_bit_pc(A_in, B_in, A, B, C, clk, Addr, SF, ZF,HLT, IP, OUTPORT, BYTE, SP);
  input [3:0]A_in;
  input [3:0]B_in;
  input [3:0]BYTE;
  input clk;
  reg carry = 0;
  reg [3:0]MEM[15:0];
  reg[3:0]STACK[15:0];
  reg load = 1;
  output reg [3:0]IP = 0;
  output reg [3:0]SP = 0;
  output reg[3:0]A, B, C, OUTPORT;
  output reg[3:0]Addr  = 0;
  output reg SF = 0;
  output reg ZF = 0;
  output reg HLT = 0;
  always @(posedge clk)
    begin
      MEM[0] 	= 4'b0100;
      MEM[1] 	= 4'b0110;
      MEM[2] 	= 4'b0100;
      MEM[3]	= 4'b0000;
      MEM[4] 	= 4'b0000;
      MEM[5] 	= 4'b0000;
      MEM[6] 	= 4'b1000;
      MEM[7] 	= 4'b0000;
      MEM[8] 	= 4'b0000;
      MEM[9] 	= 4'b0010;
      MEM[10] 	= 4'b1100;
      MEM[11] 	= 4'b0000;
      MEM[12] 	= 4'b0000;
      MEM[13] 	= 4'b1100;
      MEM[14] 	= 4'b0011;
      MEM[15] 	= 4'b1110;
		STACK[0] 	= 4'b0101;
		STACK[1] 	= 4'b0100;
		STACK[2] 	= 4'b0001;
		STACK[3] 	= 4'b0001;
		STACK[4] 	= 4'b0111;
		STACK[5] 	= 4'b0111;
		STACK[6] 	= 4'b0101;
		STACK[7] 	= 4'b0101;
		STACK[8] 	= 4'b0101;
		STACK[9] 	= 4'b0000;
		STACK[10] 	= 4'b0101;
		STACK[11] 	= 4'b0101;
		STACK[12] 	= 4'b0000;
		STACK[13] 	= 4'b0101;
		STACK[14] 	= 4'b0100;
		STACK[15] 	= 4'b0101;
		if (load == 1)
	     begin
		    A = A_in;
		    B = B_in;
		    load = 0;
		  end
      if (IP == 0)			
        begin
          {carry, C} = A + B; 
          A = C;
          C = 0;
          ZF = (A == 0)? 1:0;
          SF = (A < 0)? 1:0;
          IP = 1;
        end
      else if (IP == 1)		
        begin
          {carry, C} = A - B; 
          A = C;
          C = 0;
          ZF = (A == 0)? 1:0;
          SF = (A < 0)? 1:0;
          IP = 2;
        end
      else if (IP == 2)		
        begin
          C = A;
          A = B;
          B = C;
          C = 0;
          ZF = (A == 0)?1:0;
          SF = (A < 0)?1:0;
          IP = 3;
        end
      else if (IP == 3)		
         begin
           B = MEM[Addr];
           IP = 4;
         end
      else if (IP == 4)		
        begin
          OUTPORT = B;
          IP = 5;
        end
      else if (IP == 5)		      
        begin
          if (ZF != 0)
            begin
              Addr = 8;
              IP = Addr;
            end
          else
            IP = 6;
        end
      else if (IP == 6)		 			
        begin
          C = (A>>1)+carry*8;			
			 A = C;
          IP = 7;
        end
      else if (IP == 7)		
        begin
          B = BYTE;
          IP = 8;
        end
      else if (IP == 8)		
        begin
          Addr = 9;
          IP = Addr;
        end
      else if (IP == 9)		
        begin
          STACK[SP] = A;
          SP = SP + 1;
          ZF = (A == 0)?1:0;
          SF = (A<0) ? 1:0;
          IP = 10;
        end
      else if (IP == 10)		
        begin
          SP = SP - 1;
          A = STACK[SP];
          ZF = (STACK[SP] == 0)? 1:0;
          SF = (STACK[SP] < 0)? 1:0;
          IP = 11;
        end
      else if(IP == 11)		
        begin
          Addr = 13;
          STACK[SP] = IP;
          IP = Addr;
          SP = SP + 1;
        end
      else if(IP == 12)		
        begin
          SP = SP - 1;
          IP = STACK[SP];
        end
      else if (IP == 13)		
        begin
          C = A^MEM[Addr];
          A = C;
          C = 0;
          ZF = (A == 0)?1:0;
          SF = (A<0)?1:0;
          IP = 14;
        end
      else if (IP == 14)		
        begin
          C = B & BYTE;
          ZF = (C == 0)?1:0;
          SF = (C < 0)?1:0;
          C = 0;
          IP = 15;
        end
      else if (IP == 15)		
        begin
          HLT = 1;
        end
    end
endmodule
File: flow/run.sh
#!/bin/bash
# OpenROAD 26Q1-2900-gdf79404cd8, Yosys 0.63+post, stock flow scripts
make -C /OpenROAD-flow-scripts/flow DESIGN_CONFIG=/design/flow/config.mk WORK_HOME=/design/flow/orfs finish
File: flow/config.mk
export PLATFORM = sky130hd
export DESIGN_NAME = four_bit_pc
export DESIGN_NICKNAME = four_bit_pc
export VERILOG_FILES = /design/flow/design.v
export SDC_FILE = /design/flow/constraint.sdc
export NUM_CORES = 4
export LEC_CHECK = 1
export CORE_UTILIZATION = 40
File: flow/constraint.sdc
current_design four_bit_pc

set clk_period 5.4
set clk_io_pct 0.2

create_clock -name clk0 -period $clk_period [get_ports {clk}]

set non_clock_inputs [all_inputs -no_clocks]
set_input_delay [expr $clk_period * $clk_io_pct] -clock clk0 $non_clock_inputs
set_output_delay [expr $clk_period * $clk_io_pct] -clock clk0 [all_outputs]
==> impl_metrics.csv <==
group,metric,value,unit
floorplan,rows,27,
cts,clkTransAtPathRegs,0.07,ns
cts,cts.htree.levels,2,
cts,cts_buffer_depth,2,
place,io_buffers,41,
hold_path,whs_endpoint,"C[3]",
cts,cts_root_buf,"clkbuf_8",
place,gp_congestion,0.9242,
flow_run,cap_violations,0,
routing,viasPerCell,5.719,
routing,drt_iter0_drc,180,
sta,worst_pin_slew,0.8060,ns
sta,hold_viol,0,
synthesis,ys.flops,31,
cts,clock_sinks,31,
grt,grt_pass1_vias,2182,
routing,drc,0,
final_layout,fillCellCount,538,
grt,overflow,0,
place,dpl.hpwl,4891,µm
flow_run,warning_count,32,
routing,routedWlPerCell,16.66,µm
cts,clock.latency.late_pin,0.29,ns
routing,via_count,2322,
sta,finalSetupTns,0,ns
sta,worst_slack,2.028,ns
sta,post-route-period-util,0.6244,
synthesis,netlist_instances,300,
floorplan,coreArea,0.005642,mm²
critical_path,path_cells,"clkdlybuf4s50_1 -> mux2i_4 -> inv_2 -> ha_1 -> inv_1 -> a221oi_1 -> xor2_1 -> nor4_1 -> a31oi_1 -> nand4_1",
sta,whs,0.4797,ns
final_layout,drive_gt1_frac,0.05389,
critical_path,required,5.43,ns
synthesis,edf_count,14,
floorplan,initial_core_util,0.4271,
grt,grt_use_total,0.2337,
hold_path,holdPathStages,2,
critical_path,crit_family,"buffers and inverters",
cts,cts_made_buffers,5,
synthesis,yosysSeqAreaShare,0.3157,
grt,grt_max_degree,52,
critical_path,crit_type,"primary input to flip-flop",
sta,maxSlewViolCount,0,
sta,rsz0062_at_grt,"false",
synthesis,ys_area,0.002410,mm²
synthesis,synth_cell_types,51,
synthesis,synth-warning-count,3,
final_layout,syn_to_final_growth,22.95,%
routing,diodes,0,
routing,detail-route-antenna-nets,0,
place,pre_cts_slack,1.719,ns
floorplan,die_x,79.62,µm
sta,skew,0.005423,ns
critical_path,crit_buf_inv,3,
critical_path,cp_max_fo,9,
critical_path,r2r_end,"ZF",
critical_path,r2r-start,"load",
critical_path,startpoint_type,"primary input",
cts,cts_tree,"yes",
grt,antenna_found_initial,0,
synthesis,synth_area_per_cell,8.033,µm²
routing,drt_pass1_iterations,4,
grt,grt_pass1_wl,11080,µm
hold_path,hold_class,"flip-flop to flip-flop",
synthesis,syn_area,0.002410,mm²
critical_path,slowest_delay,0.45,ns
power,powerDensity,204.2,mW/mm²
synthesis,ys_cells,300,
critical_path,r2r_cells,9,
sta,finalSetupViolations,0,
critical_path,slowest_stage,"ha_1",
outcome,outcome,"finished clean",
cts,cts_resized,0,
floorplan,fp.dieH,79.62,µm
synthesis,async_flop_share,0,
critical_path,cp.arrival,3.41,ns
routing,wl,6765,µm
floorplan,chipArea,0.006339,mm²
sta,max_clock_freq,0.2966,GHz
cts,cts_setup_buffers,0,
sta,period_minus_slack,3.372,ns
power,ir_drop,141.1,µV
cts,postCtsHoldBufs,0,
power,p_leak,1.138,nW
hold_path,hp-start,"C[3]",
critical_path,endpoint_kind,"flip-flop",
synthesis,flop_cell,"dfxtp_1",
floorplan,io_pins,44,
sta,maxSlewHeadroom,0.4570,
critical_path,reg2reg_slack,2.36,ns
==> cell families after synthesis <==
logic type                 Yosys count  synth area share
other                                2          0.003116
xor gates and xnor gates            12           0.04361
muxes                               11           0.05244
adders and majority gates           14           0.07892
DFF                                 31            0.3157
and+or+nand+nor                    105            0.2030
buffers and inverters               38           0.06905
AOI/OAI and AO/OA                   87            0.2342
==> where the power goes <==
group | total (mW) | internal (mW) | leakage (nW) | switching [mW]
logic | 0.107 | 0.0497 | 0.792 | 0.0574
registers | 0.256 | 0.251 | 0.284 | 0.00511
clock network | 0.242 | 0.149 | 0.0612 | 0.0923
==> area by class of cell <==
cell class | instances | area (µm²) | share of cell area
clock inverters | 2 | 35.03 | 0.01182
multi-input cells | 234 | 1494 | 0.5042
well taps | 72 | 90.09 | 0.03041
flip-flops and latches | 31 | 760.7 | 0.2568
inverters | 16 | 60.06 | 0.02027
repair buffers | 45 | 440.4 | 0.1486
clock buffers | 6 | 82.58 | 0.02787
==> synthesized netlist by cell type (2+ instances only) <==
master    number  share of area
conb_1         2         0.0031
xor2_1         5          0.018
a21oi_1       13          0.027
clkbuf_1       8          0.012
edfxtp_1      14           0.17
o31ai_1        3         0.0093
nor3_1         7          0.015
buf_4          2         0.0062
o22ai_1        5          0.013
and3_1         2         0.0052
buf_2          7          0.015
nand3_1       11          0.023
a32o_1         2         0.0083
mux2i_1        9          0.037
ha_1          12          0.062
o211ai_1       4          0.012
nand2b_1       5          0.013
or3_1          3         0.0078
nor2b_1        5          0.013
a22oi_1        7          0.022
o221ai_1       5          0.018
a31oi_1        8          0.021
inv_2          2         0.0031
nor2_1        32          0.050
a211oi_1       2         0.0062
nand4_1        2         0.0052
nor4_1         5          0.013
inv_1         14          0.022
nand2_1       28          0.044
xnor2_1        7          0.025
dfxtp_1       17           0.14
o21ai_0       27          0.056
buf_1          4         0.0062
fa_1           2          0.017
a221oi_1       3          0.011
==> layout by cell type (no fill, tap or decap), types with 3 or more instances in the layout <==
master            n
nand3_1          11
o211ai_1          4
nor3_1            7
mux2i_1           9
ha_1             12
o22ai_1           5
edfxtp_1         14
a221oi_1          3
clkbuf_8          6
conb_1            5
buf_4             4
xor2_1            5
nor4_1            5
a22oi_1           7
o21ai_0          27
a31oi_1           8
o221ai_1          5
nand2b_1          5
clkdlybuf4s50_1  41
inv_1            14
xnor2_1           7
nor2_1           32
or3_1             3
nor2b_1           5
a21oi_1          13
dfxtp_1          17
o31ai_1           3
nand2_1          28
==> flip-flops by register name, indices dropped and copies added (netlist names) <==
signal	flops
SP	4
ZF	1
IP	4
C	4
B	4
load	1
carry	1
OUTPORT	4
A	4
HLT	1
Addr	3
==> worst max-delay path by stage <==
stage                 startpoint  endpoint  slack (ns)  cells after the start
after CTS                A_in[1]        ZF        2.04                     10
after global routing     A_in[1]        ZF        1.92                     10
final                    A_in[2]        ZF        2.03                     10
==> stage by stage <==
| step | util | cell area (µm²) | cells | total power [mW] |
|---|---|---|---|---|
| global placement | 0.5043 | 2845 | 398 | 0.3700 |
| detailed placement | 0.5043 | 2845 | 398 | 0.3674 |
| finish | 0.5252 | 2963 | 406 | 0.6049 |
| CTS | 0.5252 | 2963 | 406 | 0.6101 |
| global route | 0.5252 | 2963 | 406 | 0.6368 |
| floorplan | - | 2421 | 303 | 0.3289 |
==> tightest hold or removal path: cells and delay by family, from the launching register on <==
family / cells / cell delay [ns]
compound gates: 1 / 0.06
simple gates: 1 / 0.05
flops: 1 / 0.32
==> routing by layer <==
layer  wire length (µm)  track usage  up-vias
li1                   -            -     1150
met1               3038       0.3432     1075
met2               3066       0.3581       86
met3                478      0.04408       11
met4                182      0.06364        0
met5                  0            0        -
Power and IR drop assume default switching activity.
